File: flow/config.mk
export PLATFORM = sky130hd
export DESIGN_NAME = priority_encode_log
export DESIGN_NICKNAME = priority_encode_log
export VERILOG_FILES = /design/flow/design.v
export SDC_FILE = /design/flow/constraint.sdc
export NUM_CORES = 4
export LEC_CHECK = 1
export CORE_AREA = 10 10 70 70
export DIE_AREA = 0 0 80 80
File: flow/constraint.sdc
current_design priority_encode_log

set clk_period 3.7
set clk_io_pct 0.2

create_clock -name clk0 -period $clk_period

set non_clock_inputs [all_inputs -no_clocks]
set_input_delay [expr $clk_period * $clk_io_pct] -clock clk0 $non_clock_inputs
set_output_delay [expr $clk_period * $clk_io_pct] -clock clk0 [all_outputs]
File: flow/design.v
module priority_encode_log #
(
    parameter width = 32,
    parameter log_width = 5
)
(
  decode,
  encode_reg,valid_reg
);
    localparam pot_width = 1 << log_width;
    input  [width-1:0]     decode;
    output [log_width-1:0] encode_reg;
    output                 valid_reg;
    wire [pot_width-1:0] pot_decode = {pot_width{1'b0}} | decode;
    reg [pot_width-1:0] part_idx [0:log_width-1];
    always_comb begin
      part_idx[0] = 0;
      for(integer i=0; i<pot_width; i=i+2) begin
        part_idx[0][i] = pot_decode[i] || pot_decode[i+1];
        part_idx[0][i+1] = !pot_decode[i];
      end
    end
    genvar lvar;
    generate for(lvar=1; lvar<log_width; lvar=lvar+1) begin : something
      always_comb begin
        part_idx[lvar] = 0;
        for(integer i=0; i<pot_width; i=i+(1<<(lvar+1))) begin
          part_idx[lvar][i] = part_idx[lvar-1][i] ||  part_idx[lvar-1][i+(1<<lvar)];
          part_idx[lvar][i+1 +: lvar] = part_idx[lvar-1][i] ? part_idx[lvar-1][i+1 +:lvar] : part_idx[lvar-1][i+(1<<lvar)+1 +:lvar];
          part_idx[lvar][i+1 + lvar] = !part_idx[lvar-1][i];
        end
      end
    end
    endgenerate
    assign valid_reg  = part_idx[log_width-1][0];
    assign encode_reg = part_idx[log_width-1][1+:log_width];
endmodule
File: flow/run.sh
#!/bin/bash
# OpenROAD 26Q1-2900-gdf79404cd8, Yosys 0.63+post, stock flow scripts
make -C /OpenROAD-flow-scripts/flow DESIGN_CONFIG=/design/flow/config.mk WORK_HOME=/design/flow/orfs finish
==> flow_summary.ini <==
; flow metrics
[global_route]
grt_pass1_vias = 592
grt_use_total = 0.0489
grt_max_degree = 5
grt_pass1_wl_um = 2570
antenna_found_initial = 0
gr-total-overflow = 0

[logic_synthesis]
yosysSeqAreaShare = 0
ys_cells = 55
avgSynthCellArea_um2 = 6.28
synth_area_leader_cell = nor2_1
ys_types = 25
synthSimpleGateAreaFrac = 0.591
adder_share = 0
area_leaders = nor2_1 (15%), a21oi_1 (7.2%), o21bai_1 (6.5%)
synth_top_area_share = 0.152
common_cells = nor2_1 (14), a21oi_1 (5)
synth_area_um2 = 345
syn_inst = 55
xor_share = 0
ys_top_logic_family = simple AND/OR/NAND/NOR gates
synth.most_common_cell = nor2_1
mux_share = 0
synthAoiAreaFrac = 0.377
yosys_warnings = 2
yosys_area_um2 = 345

[flow_run]
warnings = 32
cap_viol_max_count = 0

[die]
ios = 38
die_y_um = 80
die-area_um2 = 6400
die-width_um = 80
core_area_um2 = 3420
fp_util = 0.101
rows = 21

[run_status]
status = finished clean

[cts]
holdBufCountCts = 0
post_cts_resized = 0
cts_setup_buffers = 0

[final_layout]
flop_area_um2 = 0
clkbuf_count = 0
drive_gt1_frac = 0.0833
seq_cell_count = 0
syn2layout_area_growth_pct = 134
instances_no_fill = 142

[sta]
worst_slack_ns = 0.0898
fmax_ghz = 0.277
min_period_over_period = 0.976
setup_violations = 0
worst_slew_pin_slew_ns = 0.335
grt_setup_unrepaired = no
min_period_ns = 3.61
maxSlewViolCount = 0
finalHoldViolCount = 0
setup_tns_ns = 0
relSlewSlack = 0.774

[worst_hold_path]
min_from = decode[18]
worstHoldPathCells = 4
min_path_type = primary input to output pin

[worst_setup_path]
cp-endpoint = encode_reg[0]
cp_max_fo = 3
arrival_ns = 2.87
critical_path_class = primary input to output pin
cp-start-kind = primary input
end_kind = output pin
startpoint = decode[16]
required_ns = 2.96

[drt]
vias_per_cell = 3.94
drt_iter0_markers = 9
ant_nets = 0
drc = 0
vias = 559
diodes = 0
finalWirelength_um = 1660
post_drt_wl_per_cell_um = 11.7
dr.pass1.iters = 2

[pwr]
ir_worst_vdd_uv = 18.6
powerDensity_nw_per_um2 = 78.1
leakage_uw = 0.000288

[place]
gp_congestion = 0.789
dp_hpwl_um = 1570
preCtsSetupSlack_ns = 0.0670
dp_cells = 142
numPortBuffers = 38
-- power breakdown --
part	internal, µW	switching [µW]	leakage (µW)
sequential	0	0	0
clock	0	0	0
combinational	42.1	21.1	0.000288
total	42.1	21.1	0.000288
-- how the worst min path moves through the flow --
stage | endpoint | slack [ns]
after CTS | encode_reg[1] | 2.47
final | encode_reg[1] | 2.35
after global routing | encode_reg[1] | 2.43
-- kinds of logic (layout without fill, tap and decap cells) --
family                 count (synthesis)  after routing
AND/OR/NAND/NOR                       33             33
AND-OR/OR-AND                         19             19
buffers and inverters                  3             44
-- per-layer routing --
metal  vias to the layer above  track usage  share of wire
met3                         0       0.0284           0.15
met5                         -            0              0
li1                        296            -              -
met2                        20       0.0795           0.44
met4                         0            0              0
met1                       243       0.0580           0.41
-- placed cells by master, fill, tap and decap left out, drive strengths merged, types with 3 or more instances in the layout --
cell type      instances
clkdlybuf4s50         37
o21bai                 3
inv                    3
o31ai                  3
nor4                   4
nor2b                  4
a21oi                  5
buf                    3
nor2                  15
-- per-stage QoR --
stage	power, µW	instance area, µm²	hold slack [ns]	utilization
floorplan	14.8	345	1.50	-
global placement	63.2	806	2.46	0.236
detailed placement	63.7	806	2.46	0.236
CTS	64.0	806	2.47	0.236
global route	69.6	810	2.43	0.237
finish	63.2	810	2.35	0.237
-- cell type report --
cell class / instances / area [µm²]
Tap cell: 46 / 57.6
Inverter: 3 / 11.3
Fill cell: 384 / 2610
Multi-Input combinational cell: 52 / 335
Timing Repair Buffer: 41 / 405
-- critical path, cell delays in order --
cell and delay, ns:
clkdlybuf4s50_1 0.45, or4_4 0.55, nor2b_4 0.13, o311ai_1 0.09, and4b_1 0.22, a311o_1 0.27
clkdlybuf4s50_1 0.43
Power figures rest on the tool's default switching activity, not on a simulated workload.
